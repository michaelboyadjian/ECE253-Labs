==> /design/flow/design.v <==
module part5 (SW,LEDR,HEX0,HEX1,HEX2);
	input [9:0] SW;  
	output [9:0] LEDR;  
	output [6:0] HEX0;
	output [6:0] HEX1;
	output [6:0] HEX2;	 
	wire [1:0] M0, M1, M2;
	assign LEDR[0] = SW[0]; 
	assign LEDR[1] = SW[1];
	assign LEDR[2] = SW[2];
	assign LEDR[3] = SW[3];
	assign LEDR[4] = SW[4];
	assign LEDR[5] = SW[5];
	assign LEDR[6] = SW[6];
	assign LEDR[7] = SW[7];
	assign LEDR[8] = SW[8];
	assign LEDR[9] = SW[9];
	mux_2bit_3to1 U0 (SW[9:8], SW[1:0], SW[5:4], SW[3:2], M0);
	char_7seg H0 (M0, HEX0);
	mux_2bit_3to1 U1 (SW[9:8], SW[3:2], SW[1:0], SW[5:4], M1);
	char_7seg H1 (M1, HEX1);
	mux_2bit_3to1 U2 (SW[9:8], SW[5:4], SW[3:2], SW[1:0], M2);
	char_7seg H2 (M2, HEX2);
endmodule
module char_7seg (C, Display);
	input [1:0] C;
	output [6:0] Display;
	wire C1, C0;
	assign C1 = C[1];
	assign C0 = C[0];
	assign Display[0] = C0 & C1;
	assign Display[1] = C0;
	assign Display[2] = (~C0 & ~C1) | (C0 & C1);
	assign Display[3] = C0 & C1;
	assign Display[4] = C0 | C1;
	assign Display[5] = (~C0 & ~C1) | (C1 & ~C0) | (C0 & C1);
	assign Display[6] = C0 & C1;
endmodule
module mux_2bit_3to1(S,U,V,W,M);
	input[1:0] S,U,V,W;
	output[1:0] M;
	wire S0,S1;
	wire [1:0] Q;
	assign S1 = S[1];
	assign S0 = S[0];
	assign Q[0] = (~S0 & U[0]) | (S0 & V[0]);
	assign Q[1] = (~S0 & U[1]) | (S0 & V[1]);
	assign M[0] = (~S1 & Q[0]) | (S1 & W[0]);
	assign M[1] = (~S1 & Q[1]) | (S1 & W[1]);
endmodule
==> /design/flow/run.sh <==
#!/bin/bash
# OpenROAD 26Q1-2900-gdf79404cd8, Yosys 0.63+post, stock flow scripts
make -C /OpenROAD-flow-scripts/flow DESIGN_CONFIG=/design/flow/config.mk WORK_HOME=/design/flow/orfs finish
==> /design/flow/config.mk <==
export PLATFORM = sky130hd
export DESIGN_NAME = part5
export DESIGN_NICKNAME = part5
export VERILOG_FILES = /design/flow/design.v
export SDC_FILE = /design/flow/constraint.sdc
export NUM_CORES = 4
export LEC_CHECK = 1
export CORE_AREA = 10 10 70 70
export DIE_AREA = 0 0 80 80
==> /design/flow/constraint.sdc <==
current_design part5

set clk_period 2.3
set clk_io_pct 0.2

create_clock -name clk0 -period $clk_period

set non_clock_inputs [all_inputs -no_clocks]
set_input_delay [expr $clk_period * $clk_io_pct] -clock clk0 $non_clock_inputs
set_output_delay [expr $clk_period * $clk_io_pct] -clock clk0 [all_outputs]
==> summary.txt <==
impl run done, here's what came out: status=finished clean, max_slew headroom=83.6%, pins over their slew limit=0, Routed Antenna Nets=0, yosys stat cell total=61, vias in the first global route=487, total grt overflow=0, Max FO, Critical Path=7, Area leader share=26.6%, Setup crit end kind=primary output, post-synth cell types=9, CP Launch Type=primary input, Post-Place Cells=129, crit path DRT=1.84 ns, GP Congestion=0.756, top cells by count, synth=16 x buf_4, 9 x ha_1, 9 x inv_1, n_diodes=0, final hold slack=0.920 ns, met3 wire length=241 microns, pin count of the biggest net entering global routing=11, Top Ports=41, Final min period=2.23 ns, dpl cell area=787 sq um, Fill cells=381, final tally of setup violations=0, Synth Warn #=0, Mapped Cells=61, Synth area leaders=buf_4 27%, ha_1 25%, mux2i_1 13%, hold buffers post-CTS=0, Initial Util=13.2%, synthesized cell area=452 sq um, most frequent cell after synthesis=buf_4, Lkg Pwr=0.364 nW, 1st-iter DRT viols=8, GRT Overall Usage=4.42%, Worst Tran Pin Value=0.240 ns, HP Class=primary input to primary output, Met1 Routed Length=570 microns, setup TNS=0 ns, YS chip area=452 sq um, die area=6400 sq um, DRT Pass-1 Iters=3, Max IR drop VDD=60.0 uV, final cycle utilization of the critical path=97.0%, Log Warnings=38, WL/cell=11.2 microns, IO buf count=37, die height=80 microns, FF/Latch Area=0 sq um, antenna violations before repair=0, Pwr Total=0.168 mW, Synth area leader=buf_4, Routed WL=1460 microns, Die W=80 microns, pwr dens=206 nW/um^2, Residual DRC=0, Synth Area per Inst=7.40 sq um, Final Hold Vio Count=0, Post-synth seq share=0%, Detailed Place HPWL=1200 microns, Core Footprint=3420 sq um, non-filler cells, final=130, RSZ-0062 raised after global routing=false, share of cells above drive strength 1=25.0%, Top Metal Used=met3, max-cap viol count=0, Rows=21, P&R area growth vs syn=80.3%, via count=432, number of vias per cell=3.32, WL met2=648 microns, global-route wire length before repair=2360 microns, WS Path Type=primary input to primary output, finished layout cell area=815 sq um, Max Freq=448 MHz, Critical Path AT=1.77 ns, # clk buffers=0, flip-flops=0
==> final timing paths <==
path  slack (ns)   from  cells after the start  endpoint
max         0.07  SW[8]                      6   HEX1[2]
min         0.92  SW[7]                      0   LEDR[7]
==> repair_timing <==
action / CTS / global route
pin swaps: 2 / 1
cloned: 1 / 0
gates resized: 28 / 12
setup endpoints to repair: 21 / 13
setup buffers: 1 / 0
==> layer usage <==
metal  track usage [%]  vias to the layer above
li1                  -                      228
met1              5.42                      180
met2              7.38                       24
met3              1.82                        0
met4             0.176                        0
met5                 0                        -
==> critical path, stage by stage <==
cell and delay [ns]:
buf_6 0.13, mux2i_4 0.19, o21a_1 0.19, ha_1 0.29, inv_1 0.05, clkdlybuf4s50_1 0.46
==> area by class of cell <==
cell class	count	area [sq um]	area share, %
timing repair buffer	42	415	51.0
multi-input combinational	33	308	37.8
inverter	9	33.8	4.15
tap	46	57.6	7.07
==> kinds of logic after synthesis <==
logic type               count (synthesis)  share of synthesized area (%)
AND/OR/NAND/NOR                          6                           4.99
adder cells (fa/ha/maj)                  9                           24.9
AND-OR/OR-AND                           12                           16.6
buffers and inverters                   28                           40.2
multiplexers                             6                           13.3
==> stage by stage <==
step                worst slack [ns]  utilization [%]
floorplan                      0.620                -
global placement              -0.412             23.0
detailed placement            -0.402             23.0
CTS                          0.00527             23.8
global route                0.000905             23.8
finish                        0.0699             23.8
==> where the power goes <==
group / internal, mW / switching [mW] / total (mW)
Sequential: 0 / 0 / 0
Combinational: 0.113 / 0.0547 / 0.168
Clock: 0 / 0 / 0
Total: 0.113 / 0.0547 / 0.168
==> layout by cell type, fill, tap and decap left out, drive strengths merged <==
cell type | netlist | routed
clkdlybuf4s50 | 0 | 27
inv | 9 | 9
ha | 9 | 9
nand2 | 6 | 6
o21a | 6 | 6
o21ai | 6 | 6
mux2i | 6 | 6
buf | 19 | 6
clkbuf | 0 | 5
dlygate4sd2 | 0 | 2
bufbuf | 0 | 1
clkdlybuf4s15 | 0 | 1
Power is estimated from default activity; no workload was simulated.
